$ cat design/flow/config.mk
export PLATFORM = sky130hd
export DESIGN_NAME = output_buffer
export DESIGN_NICKNAME = output_buffer
export VERILOG_FILES = /design/flow/design.v
export SDC_FILE = /design/flow/constraint.sdc
export NUM_CORES = 4
export LEC_CHECK = 1
export CORE_UTILIZATION = 40
$ cat design/flow/constraint.sdc
current_design output_buffer

set clk_period 4.4
set clk_io_pct 0.2

create_clock -name clk0 -period $clk_period [get_ports {clk}]

set non_clock_inputs [all_inputs -no_clocks]
set_input_delay [expr $clk_period * $clk_io_pct] -clock clk0 $non_clock_inputs
set_output_delay [expr $clk_period * $clk_io_pct] -clock clk0 [all_outputs]
$ cat design/flow/design.v
`timescale 1ns / 1ps
module output_buffer #(
    parameter DATA_WIDTH      = 8,
    parameter OUT_CHANNELS    = 3,
    parameter IN_WIDTH        = 5,
    parameter IN_HEIGHT       = 5,
    parameter DEPTH           = IN_WIDTH * IN_HEIGHT * OUT_CHANNELS,  
    parameter RAM_STYLE       = "auto",
    parameter OUTPUT_REGISTER = "false"
)(
    output [DATA_WIDTH-1:0]                                 rd_data,
    input  [$clog2(DEPTH)-1:0]                              rd_addr,
    input                                                   rd_en,
    input  [DATA_WIDTH-1:0]                                 wr_data,
    input  [$clog2(DEPTH)-1:0]                              wr_addr,
    input                                                   wr_en,
    input                                                   clk
);
    (* ram_style = RAM_STYLE *) reg [DATA_WIDTH-1:0] ram [0:IN_WIDTH*IN_HEIGHT*OUT_CHANNELS-1];
    always @ (posedge clk) begin
        if (wr_en) begin
            ram[wr_addr] <= wr_data;
        end
    end
    generate
        if (OUTPUT_REGISTER == "true") begin
            reg [DATA_WIDTH-1:0] rd_data_reg;
            always @ (posedge clk) begin
                if (rd_en) begin
                    rd_data_reg <= ram[rd_addr];
                end
            end
            assign rd_data = rd_data_reg;
        end else begin
            reg [DATA_WIDTH-1:0] rd_data_comb;
            always @ (*) begin
                rd_data_comb = 0;
                if (rd_en) begin
                    rd_data_comb = ram[rd_addr];
                end
            end
            assign rd_data = rd_data_comb;
        end
    endgenerate
endmodule
$ cat design/flow/run.sh
#!/bin/bash
# OpenROAD 26Q1-2900-gdf79404cd8, Yosys 0.63+post, stock flow scripts
make -C /OpenROAD-flow-scripts/flow DESIGN_CONFIG=/design/flow/config.mk WORK_HOME=/design/flow/orfs finish
==> Changelog: implementation <==
### Physical design

* Run status: finished, final reports clean
* Met3 track demand over resource at 0.141
* Total of warnings raised by yosys at 1
* Top post-synthesis cells by area: sky130_fd_sc_hd__edfxtp_1 (76%), sky130_fd_sc_hd__mux4_2 (8.9%), sky130_fd_sc_hd__mux2i_1 (4.7%), sky130_fd_sc_hd__mux4_1 (1.3%), sky130_fd_sc_hd__nor2_1 (1.3%)
* Detailed-router iteration count before antenna repair at 5
* Fraction of final layout cells with drive strength greater than 1 at 0.233
* Area reported by Yosys stat at 23700 µm²
* Wire length of the first global-routing pass at 81600 µm
* HPWL Detailed at 35300 µm
* Post-synthesis instance total at 1185
* Crit path kind: in2out
* Post-DR vias/cell at 5.49
* Fill cell instance count of the final layout at 4731
* Unrepaired setup endpoints after global routing: no
* Overall Global Routing Usage at 0.205
* Class of the tightest hold or removal check: in2reg
* Library cell with the largest summed area after synthesis: sky130_fd_sc_hd__edfxtp_1
* Largest net degree at the start of global routing at 76
* FP Rows at 88
* Root cell of the clock tree: sky130_fd_sc_hd__clkbuf_16
* Achievable clock frequency at 235 MHz
* Peak supply drop at 401 µV
* Met2 usage in global routing at 0.295
* Most flops, register: ram
* Remaining DRCs at 0
* Cell Area, Synth at 23700 µm²
* Max Root-Sink Buffers at 3
* Nature of the critical path startpoint: primary input
* Area delta synth->final at 15.7%
* Post-CTS Hold Buffers at 0
* Utilization after layout at 0.472
* Number of warning messages in the logs at 25
* Number of primary I/O pins at 33
* Clock-pin transition on the worst setup and hold timing paths at 0.06 ns
* Final Routed Wirelength at 54700 µm
* Number of setup buffers added after CTS at 0
* Share of the clock period used by the worst path after layout at 0.965
* Worst hold path endpoint: ram[73][5]
* Worst-margin pin slew at 0.925 ns
* Number of maximum-capacitance constraint violations at 0
* Data required time of the worst path at 3.52 ns
* Final max-slew violation count at 0
* Most utilized layer in the global route result: met2
* Arrival time at the worst endpoint at 3.37 ns
* Final Hold Violation Tally at 0
* Worst hold path depth at 1
* Chip Width at 246 µm
* Setup Viol. Count Final at 0
* CTS tree: done
* Fin crit period at 4.25 ns
* Area of the placeable core at 58100 µm²
* Overall power of the completed layout at 11700 µW
* Library cells used by synthesis at 44
* Cell count in the Yosys report at 1185
* Slew margin rel. at 0.381
* Met1 layer usage reported by global route at 0.274
* Total grt overflow at 0
* Number of diodes at 0
* Critical path endpoint category: output pin
* Via count of the first global-routing pass at 12810
* Number of sinks driven by the clock tree at 600
* Leakage power figure at 0.00897 µW
* Antenna viol nets, final at 0
* Mean instance size in the synthesized netlist at 20.0 µm²
* Largest register FFs at 600
* Resized Gates After CTS at 0
* Peak fanout along the critical path at 18
* H-tree level count at 2
* Num CTS Buffers at 56
* Yosys top cell area share at 0.759
* Synth Seq Share at 0.759
* Routability cong. at 0.930
* Initial antenna violation count at 0
* Die Span Y at 246 µm
* Detailed-route via count at 11797
* Flip-flop and latch count after synthesis at 600
* Startpoint of the worst hold path: wr_data[5]
* Leading registers by flop count: ram (600)
* Setup Total Neg Slack at 0 ns
* Number of buffers inserted by port buffering at 32
* Floorplan utilization at 0.408
* Cell Pwr Density at 428 nW/µm²
* Drt wl/cell at 25.4 µm
* Die footprint at 60300 µm²
* Initial DRC count at 864
-- critical path, stage by stage --
cell and delay [ns]:
sky130_fd_sc_hd__clkdlybuf4s50_1 0.51, sky130_fd_sc_hd__buf_12 0.20, sky130_fd_sc_hd__inv_1 0.14, sky130_fd_sc_hd__nor2_1 0.12
sky130_fd_sc_hd__buf_4 0.19, sky130_fd_sc_hd__a21boi_1 0.39, sky130_fd_sc_hd__nor4_1 0.14, sky130_fd_sc_hd__o311a_1 0.35
sky130_fd_sc_hd__clkdlybuf4s50_1 0.43
-- synthesized netlist by cell type --
cell type,number
sky130_fd_sc_hd__buf_1,4
sky130_fd_sc_hd__buf_12,1
sky130_fd_sc_hd__clkbuf_8,6
sky130_fd_sc_hd__and2b_2,2
sky130_fd_sc_hd__mux2i_1,112
sky130_fd_sc_hd__a211o_1,2
sky130_fd_sc_hd__nand4b_1,1
sky130_fd_sc_hd__a22o_1,2
sky130_fd_sc_hd__mux2_2,8
sky130_fd_sc_hd__a31oi_1,5
sky130_fd_sc_hd__o22ai_1,2
sky130_fd_sc_hd__o221a_2,2
sky130_fd_sc_hd__a21boi_1,5
sky130_fd_sc_hd__o2111ai_1,5
sky130_fd_sc_hd__buf_2,34
sky130_fd_sc_hd__and3_1,2
sky130_fd_sc_hd__mux4_1,12
sky130_fd_sc_hd__nand2b_1,3
sky130_fd_sc_hd__o311a_1,5
sky130_fd_sc_hd__o211ai_1,13
sky130_fd_sc_hd__buf_6,4
sky130_fd_sc_hd__a22oi_1,40
sky130_fd_sc_hd__a2111oi_0,5
sky130_fd_sc_hd__nand2_1,36
sky130_fd_sc_hd__and2_1,2
sky130_fd_sc_hd__nor3b_1,2
sky130_fd_sc_hd__clkbuf_1,8
sky130_fd_sc_hd__nand4_1,2
sky130_fd_sc_hd__o21ai_0,5
sky130_fd_sc_hd__nor2_2,1
sky130_fd_sc_hd__nand3b_1,3
sky130_fd_sc_hd__and3b_1,1
sky130_fd_sc_hd__nand3_1,31
sky130_fd_sc_hd__a21oi_1,6
sky130_fd_sc_hd__edfxtp_1,600
sky130_fd_sc_hd__buf_4,3
sky130_fd_sc_hd__nor3_1,4
sky130_fd_sc_hd__nor4_1,5
sky130_fd_sc_hd__mux4_2,94
sky130_fd_sc_hd__inv_1,1
sky130_fd_sc_hd__nor2_1,83
sky130_fd_sc_hd__nor2b_1,21
sky130_fd_sc_hd__buf_8,1
sky130_fd_sc_hd__clkdlybuf4s50_2,1
-- final cells by class --
type                    count  area (µm²)  area share
clock buffers              68        1490      0.0543
clock inverters            38         339      0.0124
inverters                   1        3.75    0.000137
multi-input cells         522        5300       0.193
flip-flops and latches    600       18000       0.656
well taps                 765         957      0.0349
repair buffers            155        1340      0.0490
-- routing by layer --
metal  up-vias  share of wire
li1       5210              -
met1      5870           0.36
met2       628           0.46
met3        89           0.15
met4         0          0.025
met5         -              0
-- worst max-delay path by stage --
stage                       from    endpoint  cells past startpoint
after CTS             rd_addr[0]  rd_data[2]                      9
after global routing  rd_addr[0]  rd_data[6]                      8
final                 rd_addr[4]  rd_data[2]                      9
-- where the power goes --
| group | internal [µW] | total, µW | switching, µW |
|---|---|---|---|
| Clock | 2750 | 4790 | 2040 |
| Sequential | 6310 | 6310 | 4.50 |
| Combinational | 249 | 626 | 378 |
-- layout by cell type, fill, tap and decap left out, drive strengths merged, types with 3 or more instances in the layout --
cell type	count
a2111oi	5
a21boi	5
a21oi	6
a22oi	40
a31oi	5
buf	134
bufinv	6
clkbuf	68
clkdlybuf4s50	21
clkinv	29
clkinvlp	3
edfxtp	600
mux2	8
mux2i	112
mux4	106
nand2	36
nand2b	3
nand3	31
nand3b	3
nor2	84
nor2b	21
nor3	4
nor4	5
o2111ai	5
o211ai	13
o21ai	5
o311a	5
-- cell families after synthesis --
| group | Yosys count | synth area share |
|---|---|---|
| buffers and inverters | 63 | 0.0175 |
| AOI/OAI and AO/OA | 97 | 0.0307 |
| and+or+nand+nor | 199 | 0.0388 |
| DFF | 600 | 0.759 |
| muxes | 226 | 0.154 |
-- metrics by stage --
| stage | worst slack (ns) | instances | area (µm²) | hold WS (ns) |
|---|---|---|---|---|
| 2_1_floorplan | 0.958 | 1185 | 23700 | 0.979 |
| 3_3_place_gp | 0.0973 | 2043 | 25600 | 1.30 |
| 3_5_place_dp | 0.106 | 2043 | 25600 | 1.30 |
| 4_1_cts | 0.0817 | 2149 | 27400 | 0.653 |
| 5_1_grt | 0.0129 | 2149 | 27400 | 0.664 |
| 6_report | 0.153 | 2149 | 27400 | 0.667 |
No activity file was given, so power comes from the tool's default toggle rates.

### run.sh
#!/bin/bash
# OpenROAD 26Q1-2900-gdf79404cd8, Yosys 0.63+post, stock flow scripts
make -C /OpenROAD-flow-scripts/flow DESIGN_CONFIG=/design/flow/config.mk WORK_HOME=/design/flow/orfs finish
### config.mk
export PLATFORM = sky130hd
export DESIGN_NAME = output_buffer_1x1
export DESIGN_NICKNAME = output_buffer_1x1
export VERILOG_FILES = /design/flow/design.v
export SDC_FILE = /design/flow/constraint.sdc
export NUM_CORES = 4
export LEC_CHECK = 1
export CORE_UTILIZATION = 50
### constraint.sdc
current_design output_buffer_1x1

set clk_period 27.7
set clk_io_pct 0.2

create_clock -name clk0 -period $clk_period [get_ports {clk}]

set non_clock_inputs [all_inputs -no_clocks]
set_input_delay [expr $clk_period * $clk_io_pct] -clock clk0 $non_clock_inputs
set_output_delay [expr $clk_period * $clk_io_pct] -clock clk0 [all_outputs]
### design.v
`timescale 1ns / 1ps
module output_buffer_1x1 #(
    parameter DATA_WIDTH      = 8,
    parameter OUT_CHANNELS    = 3,
    parameter IN_WIDTH        = 5,
    parameter IN_HEIGHT       = 5,
    parameter DEPTH           = IN_WIDTH * IN_HEIGHT * OUT_CHANNELS,  
    parameter RAM_STYLE       = "auto"
)(
    output [DATA_WIDTH*OUT_CHANNELS-1:0]                rd_data,
    input  [$clog2(IN_WIDTH*IN_HEIGHT)-1:0]             rd_addr,
    input                                               rd_en,
    input  [DATA_WIDTH-1:0]                             wr_data,
    input  [$clog2(DEPTH)-1:0]                          wr_addr,
    input                                               wr_en,
    input                                               clk
);
    (* ram_style = RAM_STYLE *) reg [DATA_WIDTH-1:0] ram [0:DEPTH-1];
    always @ (posedge clk) begin
        if (wr_en) begin
            ram[wr_addr] <= wr_data;
        end
    end
    reg [DATA_WIDTH*OUT_CHANNELS-1:0] rd_data_reg;
    wire [DATA_WIDTH*OUT_CHANNELS-1:0] rd_data_next;
    genvar ch;
    for (ch = 0; ch < OUT_CHANNELS; ch = ch + 1) begin : CHAN_READ_GEN
        wire [$clog2(DEPTH)-1:0] current_ram_addr = rd_addr * OUT_CHANNELS + ch;
        localparam integer base_bit_index = ch * DATA_WIDTH;
        localparam integer high_bit_index = base_bit_index + DATA_WIDTH - 1;
        wire [DATA_WIDTH-1:0] ram_read_value;
        assign ram_read_value = (current_ram_addr >= 0 && current_ram_addr < DEPTH) ?
                                ram[current_ram_addr] : {DATA_WIDTH{1'b0}};
        assign rd_data_next[high_bit_index : base_bit_index] = rd_en ? ram_read_value : rd_data_reg[high_bit_index : base_bit_index];
    end  
    always @(posedge clk) begin
        rd_data_reg <= rd_data_next;
    end
    assign rd_data = rd_data_reg;
endmodule
==> summary.txt <==
run results: fill count=5086, placer congestion estimate=0.977, Synth Warn #=1, vias in the first global route=22300, Clock Tree Buf Depth=3, GR Overflow Total=0, worst path required time=28.00 ns, initial antenna violation count=2, Peak VDD IR=0.0527 mV, CP Capture Type=flop, max reg flops=600, cell breakdown of the critical path=buf_8 > ha_1 > inv_1 > fa_4 > buf_4 > clkinv_1 > ha_4 > buf_4 > mux4_2 > mux4_2 > mux2i_1 > o221ai_1, Clk Latency, worst-skew pair=0.61 ns, Worst path slowest cell=fa_4, Post-Synth Adder-Cell Area=0.425%, Avg Vias per Cell=6.93, dominant logic cell type in the layout=edfxtp_1, Cells after Synth=2018, dpl ws=15.97 ns, cell area after synthesis=34200 um^2, area grow syn2layout=11.5%, placed cells=2902, Post-DP HPWL=71.7 mm, 1st-iter DRT viols=1453, Async SR Flop Fraction=0%, fin cells=3027, Synth flops=624, synth unique cells=66, WP buf/inv=5, yosys cell count=2018, DRC violations left=0, slew of the pin with the lowest slew margin=1.61 ns, Die Size=69400 um^2, tool warnings=33, main flop type=edfxtp_1, YS chip area=34200 um^2, max-slew violations=2, Worst Hold Class=reg -> reg, crit path time final=11.15 ns, Final Cycle Share=40.3%, CTS tree=built, core area=67400 um^2, clk slew on worst S/H paths=0.06 ns, Post-Synth AOI/OAI Area=4.79%, Final Hold Violating Endpoints=0, PostCTS Resize Cnt=0, Detail Route Antenna Nets=0, crit path DAT=11.45 ns, Num CTS Buffers=70, Layout Skew=0.0170 ns, CP max stage delay=1.05 ns, Fin Setup TNS=0 ns, mux frac, synth=32.1%, RSZ-0062 raised after global routing=false, total track usage=35.0%, total wire length=107 mm, setup repair bufs after CTS=0, Seq/Total Area, Yosys=54.8%, leakage power=12.5 nW, Hold Buf Count CTS=0, failing checks=capacitance limit, slew limit, pwr dens=66.9 nW/um^2, WL/cell=35.2 um, setup ws final=16.55 ns, DR vias=21000, IO Pins=47, Top cells excl fill/tap=edfxtp_1, mux4_2, mux2i_1, Slew headroom=-10.1%, share of layout cells above drive strength 1=32.2%, mean area per synthesized cell=16.9 um^2, fmax=89.7 MHz, DIE HEIGHT=263 um, count of final setup violators=0, Std-Cell Rows=95, EDFF count, synth=624, Post-Synth Simple-Gate Area=4.59%, die width=263 um, top comb family, area=multiplexers, Sink Count=624, Max Cap Violations=1, clk root buf=clkbuf_16, IO Port Bufs=46, Startpoint Class=primary input, Critical Setup Path Class=in -> reg, H-Tree Depth=3, outcome=finished with violations, largest net degree at the start of global routing=113, first-pass GRT wire length=155 mm, Worst Path Max Fanout=65, XOR-XNOR Cells, Area Fraction=0.501%, Core Util at FP=50.7%, Initial DRT Pass Iterations=6, CP top delay family=buffers and inverters
-- per-layer routing --
layer / track usage (%) / up-vias / share of wire (%)
li1: - / 8669 / -
met1: 49.1 / 10700 / 34
met2: 48.8 / 1384 / 46
met3: 22.0 / 224 / 16
met4: 10.8 / 4 / 4.4
met5: 1.66 / - / 0.12
-- cell families after synthesis --
group | count (synthesis)
AOI/OAI and AO/OA | 240
xor gates and xnor gates | 16
adders and majority gates | 11
buffers and inverters | 179
DFF | 624
muxes | 602
and+or+nand+nor | 346
-- final timing paths --
path	slack (ns)	cells after the start	from	endpoint
setup / recovery	16.55	12	rd_addr[0]	rd_data_reg[22]
hold / removal	0.87	4	ram[74][5]	rd_data_reg[5]
setup reg to reg	24.71	5	ram[63][2]	rd_data_reg[2]
hold reg to reg	0.87	4	ram[74][5]	rd_data_reg[5]
-- worst reg2reg max path: stages, from the launching register on --
cell and delay, ns:
edfxtp_1 0.40, mux4_2 0.29, nand2_1 0.06, a2111oi_0 1.32, a2111oi_0 0.28, a31oi_1 0.43
-- cell usage after synthesis (2+ instances only) --
cell | count | share of area [%]
a2111oi_0 | 6 | 0.15
a211o_1 | 8 | 0.20
a211oi_1 | 53 | 1.2
a21o_1 | 2 | 0.044
a21oi_1 | 54 | 0.79
a21oi_2 | 2 | 0.051
a221oi_1 | 3 | 0.077
a22oi_1 | 9 | 0.20
a311o_1 | 8 | 0.23
a311oi_1 | 4 | 0.10
a31oi_1 | 10 | 0.18
a32oi_1 | 2 | 0.051
and2_1 | 7 | 0.13
and3_1 | 11 | 0.20
buf_1 | 9 | 0.099
buf_2 | 59 | 0.86
buf_4 | 25 | 0.55
buf_6 | 17 | 0.56
clkbuf_1 | 59 | 0.65
edfxtp_1 | 624 | 55
ha_1 | 10 | 0.37
inv_1 | 7 | 0.077
mux2_2 | 35 | 1.2
mux2i_1 | 176 | 5.2
mux4_2 | 391 | 26
nand2_1 | 128 | 1.4
nand2b_1 | 4 | 0.073
nand3_1 | 22 | 0.32
nand4_1 | 3 | 0.055
nor2_1 | 101 | 1.1
nor2b_1 | 39 | 0.71
nor3_1 | 14 | 0.20
nor4_1 | 8 | 0.15
o211ai_1 | 8 | 0.18
o21a_1 | 2 | 0.044
o21ai_0 | 36 | 0.53
o21ai_1 | 9 | 0.13
o221ai_1 | 9 | 0.23
o22ai_1 | 4 | 0.073
or3_1 | 3 | 0.055
xnor2_1 | 9 | 0.23
xor2_1 | 4 | 0.10
-- report_power, final --
part | switching (W) | total, W | internal [W]
combinational | 0.000359 | 0.000588 | 0.000230
clock | 0.000374 | 0.000900 | 0.000526
sequential | 0.00000842 | 0.00106 | 0.00106
total | 0.000741 | 0.00255 | 0.00181
-- area by class of cell --
type	instances	area [um^2]	share of cell area, %
inverter	9	35.0	0.0919
tap	873	1090	2.87
multi-input combinational	1215	14600	38.3
antenna	2	5.00	0.0131
clock inverter	40	375	0.985
timing repair buffer	181	1460	3.84
clock buffer	83	1820	4.78
sequential	624	18700	49.2
-- through the flow --
step | total power (W) | hold slack [ns] | utilization [%] | area, um^2
after floorplan | 0.00143 | 0.752 | - | 34200
after global placement | 0.00166 | 0.846 | 53.3 | 35900
after detailed placement | 0.00166 | 0.844 | 53.3 | 35900
after CTS | 0.00256 | 0.865 | 56.6 | 38100
after global routing | 0.00262 | 0.992 | 56.6 | 38100
final | 0.00255 | 0.872 | 56.6 | 38100
Power and IR drop assume default switching activity.
